File: /design/flow/run.sh
#!/bin/bash
# OpenROAD 26Q1-2900-gdf79404cd8, Yosys 0.63+post, stock flow scripts
make -C /OpenROAD-flow-scripts/flow DESIGN_CONFIG=/design/flow/config.mk WORK_HOME=/design/flow/orfs finish
File: /design/flow/config.mk
export PLATFORM = sky130hd
export DESIGN_NAME = tt_ecp5_sevensegSPI
export DESIGN_NICKNAME = tt_ecp5_sevensegSPI
export VERILOG_FILES = /design/flow/design.v
export SDC_FILE = /design/flow/constraint.sdc
export NUM_CORES = 4
export LEC_CHECK = 1
export CORE_AREA = 10 10 100 100
export DIE_AREA = 0 0 110 110
File: /design/flow/constraint.sdc
current_design tt_ecp5_sevensegSPI

set clk_period 1.7
set clk_io_pct 0.2

create_clock -name clk0 -period $clk_period [get_ports {ui_in}]

set non_clock_inputs [all_inputs -no_clocks]
set_input_delay [expr $clk_period * $clk_io_pct] -clock clk0 $non_clock_inputs
set_output_delay [expr $clk_period * $clk_io_pct] -clock clk0 [all_outputs]
File: /design/flow/design.v
`default_nettype none
module tt_ecp5_sevensegSPI (
    input  wire [7:0] ui_in,     
    output wire [7:0] uo_out,    
    input  wire       clk,       
    input  wire       rst_n      
);
    spi_slave_sevenseg top(.sclk(ui_in[0]), .mosi(ui_in[1]), .ss(ui_in[2]), .rst_n(rst_n), .out(uo_out[7:0])); 
endmodule
module spi_slave_sevenseg (
    input wire sclk,
    input wire mosi,
    input wire ss,
    input wire rst_n,  
    output reg [7:0] out
);
    reg [5:0] shift_reg;  
    reg [2:0] bit_count;  
    reg [6:0] segment_data;
    reg data_ready;
    reg update_display;
    always @(posedge sclk or negedge rst_n) begin
        if (!rst_n) begin
            bit_count <= 0;
            shift_reg <= 0;
            data_ready <= 0;
        end else begin
            if (ss) begin
                bit_count <= 0;
                data_ready <= 0;
            end else begin
                shift_reg <= {shift_reg[4:0], mosi};
                if (bit_count == 5) begin 
                    bit_count <= 0;
                    data_ready <= 1;
                end else begin
                    data_ready <= 0;
                    bit_count <= bit_count + 1;
                end
            end
        end
    end
    always @(negedge sclk or negedge rst_n) begin
        if (!rst_n) begin
            out <= 8'b0;
        end else begin
            if (data_ready) begin
                case (shift_reg[3:0])
                    4'h0: segment_data = 7'b0111111;
                    4'h1: segment_data = 7'b0000110;
                    4'h2: segment_data = 7'b1011011;
                    4'h3: segment_data = 7'b1001111;
                    4'h4: segment_data = 7'b1100110;
                    4'h5: segment_data = 7'b1101101;
                    4'h6: segment_data = 7'b1111101;
                    4'h7: segment_data = 7'b0000111;
                    4'h8: segment_data = 7'b1111111;
                    4'h9: segment_data = 7'b1101111;
                    4'hA: segment_data = 7'b1110111;
                    4'hB: segment_data = 7'b1111100;
                    4'hC: segment_data = 7'b0111001;
                    4'hD: segment_data = 7'b1011110;
                    4'hE: segment_data = 7'b1111001;
                    4'hF: segment_data = 7'b1110001;
                    default: segment_data = 7'b0000000;
                endcase
                case (shift_reg[5:4])
                    2'b10: begin  
                        out[6:0] <= segment_data;
                        out[7] <= 0;  
                    end
                    2'b01: begin  
                        out[6:0] <= segment_data;
                        out[7] <= 1;  
                    end
                    default: begin
                        out[6:0] <= 7'b0000000;  
                        out[7] <= 1;  
                    end
                endcase
            end
        end
    end
endmodule
==> summary.rpt <==
=== SYNTHESIS / PLACE & ROUTE SUMMARY ===
----------------------------------------------------
[Run status]
  Result of the run ........................ complete, but fails checks
  Failing checks ........................ negative hold slack, negative setup slack

[Power]
  Leakage component of the power ........................ 0.710 nW
  Worst voltage drop across the vdd grid ........................ between 0.4 and 0.5 mV
  Power density over the cells ........................ 1790 nW/um^2
  Net load switching power ........................ 0.000929 W
  Power share of the sequential group ........................ 27.2%
  Share of total power in the clock network ........................ 22.1%
  Share of power burned in combinational logic ........................ 50.8%
  Internal ........................ 0.00194 W
  Switching Share ........................ 32.4%
  Total power draw ........................ 0.00287 W

[Detailed routing]
  Antenna viol nets, final ........................ 0
  First-pass DRT Iterations ........................ 4
  DRC violations left ........................ 0
  Total number of vias ........................ 797
  Routed wirelength normalized by instance count ........................ 9.64 um
  Drt total wl ........................ between 2000 and 2500 um
  Iteration-0 DRC count of the detailed router ........................ 38
  Post-DR vias/cell ........................ 3.38

[Yosys]
  Cell total in the yosys stat output ........................ between 80 and 90
  Average footprint of a synthesized cell ........................ 10.8 um^2
  Register area share after synthesis ........................ 49.1%
  Flip-flops with a built-in enable ........................ 0
  Area of the mapped netlist ........................ 917 um^2
  Number of distinct library cells after synthesis ........................ 30
  Number of standard cells after synthesis ........................ between 80 and 90
  Dominant synthesized flop cell ........................ dfrtp_1
  Ys async rst share ........................ 100%
  Yosys warning tally ........................ 1
  Area reported by Yosys stat ........................ ~920 um^2
  Flops & latches, synth ........................ 18

[Critical path]
  Required time at the endpoint of the critical path ........................ 940 ps
  Category of the most critical setup path ........................ reg2reg
  Launching element of the worst setup path ........................ top.shift_reg[0]
  Largest fanout of any net on the critical path ........................ 4
  Crit end category ........................ register
  Cell with the largest stage delay on the worst path ........................ dfrtp_2
  Type of origin of the critical path ........................ register
  Cell-by-cell listing of the critical path ........................ inv_4, ha_4, nor2b_4, or3_1, a22o_1
  Kind of cell with the highest combined delay on the critical path ........................ simple AND/OR/NAND/NOR gates
  Reg-to-reg startpoint ........................ top.shift_reg[0]
  Worst EP arrival ........................ about 1500 ps
  Maximum single-stage delay on the critical path ........................ 410 ps
  Combined buffer and inverter count along the critical path ........................ 1

[Cells and area]
  Layout overhead on the synthesized area ........................ 74.4%
  Top logic cell by instance count in the layout ........................ buf_4
  Most frequent logic cells in the routed design ........................ 28 x buf_4, 8 x nand2_1, 8 x buf_2, 8 x dfrtn_1, 7 x dfrtp_1
  Final core area utilization ........................ 20.5%
  Filler-free cell count of the finished design ........................ 236
  Layout filler cell count ........................ 822
  Flip-flop count of the largest register, all copies and words added ........................ 8
  Fraction of final layout cells with drive strength greater than 1 ........................ 53.4%

[Die]
  Overall chip area ........................ 12100 um^2
  Top-Level Pins ........................ 18
  Die Ht ........................ 110 um
  Number of placement rows ........................ 32
  Core utilization before placement ........................ 11.7%
  Horizontal die size ........................ around 110 um
  Core Area ........................ 7810 um^2

[STA]
  Final count of hold timing violations ........................ 1
  Post-route clock skew ........................ ~21 ps
  Max-slew violations ........................ 0
  Hold slack final ........................ -80.1 ps
  Transition time at the pin with the least slew margin ........................ 281 ps
  Unrepaired setup endpoints after global routing ........................ true
  Minimum setup slack in the final design ........................ -549 ps
  Slew headroom ........................ 81.0%
  Endpoints failing setup ........................ 15

[GRT]
  Global routing usage summed across all routing layers ........................ 3.81%
  Pin count of the biggest net entering global routing ........................ 19
  Grt total ovfl ........................ 0
  Number of antenna violations at the first check in global routing ........................ 1
  Number of global-route vias before repair ........................ approximately 830
  Global-route wire length before repair ........................ roughly 3600 um

[Min path]
  Class of the tightest hold or removal check ........................ clk2reg
  Hold wc startpoint ........................ ui_in[1]

[Clock tree]
  Worst-path clk slew ........................ 50 ps
  CTS tree ........................ done
  Later-pin clock latency in the skew report ........................ 250 ps

[Job]
  Tool warnings ........................ around 90
  Max Cap Violations ........................ 0

[Placed design]
  Input/output buffers ........................ 9
  Count of placed standard cells including taps ........................ 218
  Post-DP HPWL ........................ 1570 um
  Setup slack at placement ........................ -602 ps
  Routability congestion estimate ........................ 0.871

----------------------------------------------------
[cells in the mapped netlist, drive strengths merged (2+ instances only)]
library cell   n  area share (%)
a32oi          2             1.9
or3            2             1.4
nand3          3             1.6
nand2          8             3.3
ha             7             9.5
o21ai          5             2.7
mux2           2             2.5
dfrtn          8              22
dfrtp         10              27
a32o           3             3.3
mux2i          2             2.2
nor2b          5             4.2
a21oi          3             1.6
nor2           4             1.6
inv            5             2.0
o2bb2ai        2             1.9
buf            3             1.9
[final timing paths]
kind                               endpoint  slack, ps  cells past startpoint
setup reg to reg                 top.out[4]       -550                      5
setup / recovery                 top.out[4]       -550                      5
max in group asynchronous        top.out[4]        370                      2
hold / removal             top.shift_reg[0]        -80                      1
min in group asynchronous  top.shift_reg[5]        460                      2
hold reg to reg                  top.out[4]        470                      1
[layout make-up]
cell class | instances | area [um^2] | area share [%]
repair buffers | 44 | 348 | 21.8
well taps | 102 | 128 | 7.98
inverters | 6 | 27.5 | 1.72
multi-input cells | 57 | 549 | 34.4
clock inverters | 2 | 7.51 | 0.469
flip-flops and latches | 18 | 454 | 28.4
clock buffers | 6 | 82.6 | 5.16
diodes | 1 | 2.50 | 0.156
[stage by stage]
step                hold slack (ps)  setup TNS [ps]  cell area, um^2
floorplan                      44.4           -2770              948
global placement               66.4           -6430             1350
detailed placement             66.4           -6550             1350
CTS                            -112           -5480             1480
global route                   -104           -5850             1600
finish                        -80.1           -4970             1600
[cell families (layout without fill, tap and decap cells)]
logic type,Yosys count,in the layout,synth area share (%)
adders and majority gates,7,7,9.55
buffers and inverters,10,58,4.77
muxes,4,4,4.64
and+or+nand+nor,26,26,15.6
other,0,1,0
AOI/OAI and AO/OA,20,20,16.4
DFF,18,18,49.1
[power groups by stage]
stage	Combinational, W	Sequential [W]	Clock [W]
4_1_cts	0.00122	0.000758	0.000762
5_1_grt	0.00160	0.000799	0.000808
6_report	0.00145	0.000779	0.000632
[routing by layer]
layer / wire, um / vias up / global-route usage [%]
met5: 0 / - / 0
met2: 942 / 23 / 4.70
met3: 314 / 4 / 3.76
li1: - / 398 / -
met4: 23 / 0 / 1.58
met1: 994 / 372 / 4.27
[what timing repair did]
| action | 4_1_cts | 5_1_grt |
|---|---|---|
| hold buffers | 0 | 0 |
| pin swaps | 5 | 8 |
| resized | 32 | 19 |
| setup buffers | 5 | 4 |
| hold endpoints to repair | 0 | 0 |
| setup endpoints to repair | 16 | 16 |
[worst reg2reg max path: stages (launching register included)]
cell	delay [ps]
dfrtp_2	410
inv_4	60
ha_4	140
nor2b_4	110
or3_1	340
a22o_1	200
Power is estimated from default activity; no workload was simulated.
